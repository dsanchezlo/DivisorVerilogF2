**design/flow/run.sh**
```bash
#!/bin/bash
# OpenROAD 26Q1-2900-gdf79404cd8, Yosys 0.63+post, stock flow scripts
make -C /OpenROAD-flow-scripts/flow DESIGN_CONFIG=/design/flow/config.mk WORK_HOME=/design/flow/orfs finish
```
**design/flow/constraint.sdc**
```tcl
current_design principal

set clk_period 2.7
set clk_io_pct 0.2

create_clock -name clk0 -period $clk_period [get_ports {clk}]

set non_clock_inputs [all_inputs -no_clocks]
set_input_delay [expr $clk_period * $clk_io_pct] -clock clk0 $non_clock_inputs
set_output_delay [expr $clk_period * $clk_io_pct] -clock clk0 [all_outputs]
```
**design/flow/design.v**
```verilog
module Barrido_displays(resultado, done, clk1kHz, Sseg, anodos);
	input [7:0] resultado;
	input clk1kHz;
	input done;
	output reg [6:0] Sseg;
	output reg [7:0] anodos;
	reg [6:0] Sseg0 = 0;
	reg [6:0] Sseg1 = 0;
	reg [6:0] Sseg2 = 0;
	reg [6:0] Sseg3 = 0;
	reg [6:0] Sseg4 = 0;
	reg [6:0] Sseg5 = 0;
	reg [6:0] Sseg6 = 0;
	reg [6:0] Sseg7 = 0;
	parameter seg0 = 7'b0000001;  
	parameter seg1 = 7'b1001111;  
	parameter nul = 7'b1111111;  
	reg [2:0]contadorbar;
	initial contadorbar <= 3'b0;
	always @(posedge clk1kHz) begin
		contadorbar = contadorbar + 1'b1;
			case(contadorbar)
				3'b000: begin anodos <= 8'b11111110; Sseg <= Sseg0; end
				3'b001: begin anodos <= 8'b11111101; Sseg <= Sseg1; end
				3'b010: begin anodos <= 8'b11111011; Sseg <= Sseg2; end
				3'b011: begin anodos <= 8'b11110111; Sseg <= Sseg3; end
				3'b100: begin anodos <= 8'b11101111; Sseg <= Sseg4; end
				3'b101: begin anodos <= 8'b11011111; Sseg <= Sseg5; end
				3'b110: begin anodos <= 8'b10111111; Sseg <= Sseg6; end
				3'b111: begin anodos <= 8'b01111111; Sseg <= Sseg7; end
			endcase
		if(done == 1)begin
				Sseg0 = (resultado[0] == 1) ? seg1 : seg0;
				Sseg1 = (resultado[1] == 1) ? seg1 : seg0;
				Sseg2 = (resultado[2] == 1) ? seg1 : seg0;
				Sseg3 = (resultado[3] == 1) ? seg1 : seg0;
				Sseg4 = (resultado[4] == 1) ? seg1 : seg0;
				Sseg5 = (resultado[5] == 1) ? seg1 : seg0;
				Sseg6 = (resultado[6] == 1) ? seg1 : seg0;
				Sseg7 = (resultado[7] == 1) ? seg1 : seg0;			
		end else begin
				Sseg0 = nul;
				Sseg1 = nul;
				Sseg2 = nul;
				Sseg3 = nul;
				Sseg4 = nul;
				Sseg5 = nul;
				Sseg6 = nul;
				Sseg7 = nul;
		end
	end
endmodule
module divfreq(clk, clk1kHz);
input clk;
output reg clk1kHz;
reg [20:0]count;
initial begin
	count = 0;
	clk1kHz = 0;
end
always @(posedge clk)begin
	if(count < 25_000)begin
		count = count + 1'd1;
	end else begin
		clk1kHz = !clk1kHz;
		count = 0;
	end
end
endmodule
module divisor(SW, clk, init, resultado, done);
input [7:0] SW;
input clk;
input init;
output reg [3:0] resultado;
output reg done = 0;
reg [3:0] A = 0;
reg [3:0] B = 0;
reg resta = 0;
reg condicional = 0;
reg reset = 0;
reg continuar = 0;
reg [2:0] status = 0;
parameter START = 'b00, CONDICIONAL = 'b01, CONDICIONAL2 = 'b10, RESTA = 'b11, END = 'b100;
always @(posedge clk)begin
	if(reset) begin
		A = SW[7:4];
		B = SW[3:0];
	end else if (resta) begin
			A = A - B;
	end
end
always @(posedge clk)begin
	if (reset)begin
		resultado = 0;
	end
	if (condicional) begin
		if (B <= A)begin
			continuar = 1;
			resultado = resultado + 1;
		end else begin
			continuar = 0;
		end
	end
end
always @(posedge clk) begin
	case(status)
		START: begin
			resta = 0;
			condicional = 0;
			if(init == 1) begin
				done = 0;
				reset = 1;
				status = CONDICIONAL;
			end
		end
		CONDICIONAL: begin
			resta = 0;
			condicional = 1;
			done = 0;
			reset = 0;
			status = CONDICIONAL2;
		end
		CONDICIONAL2 : begin
			resta = 0;
			condicional = 0;
			done = 0;
			reset = 0;
			if (continuar == 1)begin
				status = RESTA;
			end else begin
				status = END;
			end
		end
		RESTA: begin
			resta = 1;
			condicional = 0;
			done = 0;
			reset = 0;
			status = CONDICIONAL;
		end
		END: begin
			resta = 0;
			condicional = 0;
			done = 1;
			reset = 0;
			status = START;			
		end
		default: status = START;
	endcase
end
endmodule 
module principal (SW, clk, btnres, LED, anodos, Sseg);
input [7:0] SW;
input clk;
input btnres;
output reg [7:0] LED;
output [6:0] Sseg;
output [7:0] anodos;
wire clk1kHz;
wire [3:0] resultado;
wire done;
wire init;
reg btnresON;
reg estadoINIT;
initial begin
	btnresON <= 'b0;
end
assign init = estadoINIT;
always @(posedge clk1kHz) begin
		if (btnres == 'b0 && btnresON == 'b0) begin
			btnresON = 'b1;
			estadoINIT = 'b1;
		end else begin
			estadoINIT = 'b0;
		end
		if (btnres == 'b1) btnresON = 'b0;
		LED[3:0] = resultado[3:0];
end
divfreq dFreq(clk, clk1kHz);
Barrido_displays barrido(resultado, done, clk1kHz, Sseg, anodos);
divisor Div(SW, clk, init, resultado, done);
endmodule
```
**design/flow/config.mk**
```make
export PLATFORM = sky130hd
export DESIGN_NAME = principal
export DESIGN_NICKNAME = principal
export VERILOG_FILES = /design/flow/design.v
export SDC_FILE = /design/flow/constraint.sdc
export NUM_CORES = 4
export LEC_CHECK = 1
export CORE_UTILIZATION = 40
```
==> results.txt <==
Run status = completed
Iter 0 DRT Violations = 57
Endpoints left unconstrained = 45
Asr flop ratio synth = 0%
Slew @ Worst Pin = 532 ps
Initial antenna violation count = 0
Final Slew Violations = 0
First-pass GRT wire length = 6600 um
Drt via density = 4.69
Worst r2r path cells = 7
Die area = 7330 um^2
Setup_tns = 0 ps
PnR worst setup slack = 665 ps
Period utilization = 75.4%
DRT antenna net count = 0
Synthesized area per cell = 11.5 um^2
CTS tree = done
Flop area = 1570 um^2
Total CTS buffers = 5
Fraction of layout cells with a size suffix above 1 = 10.4%
Crit Path Category = reg -> reg
Routed length per instance = 10.8 um
Critical Path End Type = flop
Filler cell count in the final layout = 614
Hold Path Origin = dFreq.count[0]$_SDFF_PP0_
Synth cell types = 52
Final Hold Vio Count = 0
Via count = 1680
Clock Path Buffers = 2
Cts repair resizes = 0
Total Power = 2100 uW
Top cell by count, worst path = inv_1
CP delay by family, top = adder cells
Hold Path End = dFreq.count[0]$_SDFF_PP0_
Max Cap Viol = 0
Hold depth = 1
#FFs+latches synth = 70
Detailed Place HPWL = 2770 um
Clock Skew = 8.52 ps
Diode count = 0
Residual DRC count = 0
Buf/Inv on CP = 2
Gate Area = 1120 um^2
Critical path, cell by cell = inv_1 > ha_1 > inv_1 > fa_1 > a21o_1 > a221o_1 > mux2_4
Pwr/cell area = 646 nW/um^2
Count of unclocked register or latch pins = 28
Synthesis Warnings = 9
Total gr overflow = 0
Critical Path AT = 2220 ps
DIE WIDTH = 85.6 um
Main flop type = dfxtp_1
Final instance area = 3250 um^2
OpenROAD warning count = 29
FP Core Util = 41.4%
Seq/Total Area, Yosys = 56.2%
CP max stage delay = 450 ps
Clock Latency Late Sink = 290 ps
GP Congestion = 0.773
Htree depth = 2
Yosys cell count = 243
Pre-CTS WS = 668 ps
Vias in the first global route = 1520
Rows = 30
GRT Resource Usage Total = 11.5%
Final setup violation count = 0
EDFF count, synth = 17
Detailed Routing Iterations Pass 1 = 4
Area grow syn2layout = 16.3%
Setup repair bufs after CTS = 0
Max frequency = 0.491 GHz
WHS = 493 ps
Port bufs = 28
Worst Hold Class = reg -> reg
Top cell excl fill/tap = dfxtp_1
Reg2Reg Capture Point = Div.resultado[1]$_DFF_P_
Routed WL = 3880 um
Max IR drop VDD = 0.451 mV
Post-DP Area = 3140 um^2
Worst-path clk slew = 80 ps
Clock tree root buffer cell = clkbuf_8
Cell count after synthesis = 243
Min Tclk post-route = 2040 ps
LEAKAGE = 0.00126 uW
Commonest non-fill, non-tap cells in the layout = 53 x dfxtp_1, 28 x clkdlybuf4s50_1, 19 x nand2_1
R2R Setup Slk = 660 ps
Peak fanout along the critical path = 4
Reg2reg start = Div.A[0]$_DFFE_PP_
Hold Buf Count CTS = 0
Startpoint types = flop
Syn Std Cell Area = 2800 um^2
Worst EP required = 2890 ps
Pin count of the biggest net entering global routing = 29
Io pins = 33
Slew margin rel. = 64.6%
Core box area = 6760 um^2
Die height = 85.6 um
YS chip area = 2800 um^2
RSZ-0062 raised after global routing = no
Cell at the slowest stage of the critical path = fa_1
==> sequential cells by signal, indices dropped and copies added, names as in the netlist, 2 cells and up <==
register,flops
Div.A,4
Div.B,4
Div.resultado,4
Div.status,3
LED,4
barrido.Sseg,3
barrido.Sseg0,3
barrido.Sseg7,2
barrido.anodos,8
barrido.contadorbar,3
dFreq.count,21
==> worst max-delay path by stage <==
stage,slack (ps),from,depth (start not counted),to
global route,560,Div.A[0]$_DFFE_PP_,7,Div.resultado[1]$_DFF_P_
finish,660,Div.A[0]$_DFFE_PP_,7,Div.resultado[1]$_DFF_P_
CTS,660,Div.A[0]$_DFFE_PP_,7,Div.resultado[1]$_DFF_P_
==> power by group <==
part / total (uW) / switching (uW) / internal [uW] / leakage [uW]
logic: 530 / 259 / 272 / 0.000599
clock network: 489 / 213 / 276 / 0.0000514
registers: 1080 / 132 / 951 / 0.000610
total: 2100 / 603 / 1500 / 0.00126
==> synthesized netlist by cell type, drive strengths merged, types with 3 or more instances <==
cell	count	area, um^2
and3	3	18.8
and4	3	27.5
buf	11	83.8
clkbuf	3	11.3
dfxtp	53	1060
edfxtp	17	510
ha	11	138
inv	13	48.8
mux2	3	37.5
nand2	19	71.3
nand2b	6	37.5
nand3	6	35.0
nand3b	3	22.5
nand4	5	37.5
nor2	7	26.3
nor2b	7	43.8
nor3	16	110
nor3b	4	30.0
nor4	4	37.5
o21ai	7	35.0
xnor2	9	78.8
xor2	9	86.3
==> cell type report <==
class                           count  area share, %
Clock inverter                      2           1.15
Multi-Input combinational cell    156           34.4
Timing Repair Buffer               31           9.31
Inverter                           13           1.50
Sequential cell                    70           48.3
Tap cell                           80           3.08
Clock buffer                        6           2.23
==> layer usage <==
layer	up-vias	track usage [%]	routed length, um
li1	883	-	-
met5	-	0	0
met3	6	1.76	112
met2	27	18.8	1790
met1	764	17.5	1910
met4	0	1.52	61
==> metrics by stage <==
| step | cells | util [%] |
|---|---|---|
| finish | 358 | 48.1 |
| global route | 358 | 48.1 |
| CTS | 358 | 48.1 |
| detailed placement | 350 | 46.5 |
| global placement | 350 | 46.5 |
| floorplan | 253 | - |
==> kinds of logic after synthesis <==
group,synth area share [%]
xor+xnor,5.90
compound gates,5.68
buf+inv,5.14
simple gates,19.9
other cells,0.268
mux,1.34
fa+ha+maj,5.64
flops,56.2
==> worst reg2reg max path: stages, from the launching register on <==
cell	delay (ps)
edfxtp_1	360
inv_1	60
ha_1	150
inv_1	60
fa_1	450
a21o_1	180
a221o_1	360
mux2_4	310
No activity file was given, so power comes from the tool's default toggle rates.
