[design/flow/run.sh]
#!/bin/bash
# OpenROAD 26Q1-2900-gdf79404cd8, Yosys 0.63+post, stock flow scripts
make -C /OpenROAD-flow-scripts/flow DESIGN_CONFIG=/design/flow/config.mk WORK_HOME=/design/flow/orfs finish
[design/flow/config.mk]
export PLATFORM = sky130hd
export DESIGN_NAME = multiplicador
export DESIGN_NICKNAME = multiplicador
export VERILOG_FILES = /design/flow/design.v
export SDC_FILE = /design/flow/constraint.sdc
export NUM_CORES = 4
export LEC_CHECK = 1
export CORE_AREA = 10 10 96 96
export DIE_AREA = 0 0 106 106
[design/flow/constraint.sdc]
current_design multiplicador

set clk_period 2.6
set clk_io_pct 0.2

create_clock -name clk0 -period $clk_period [get_ports {clk}]

set non_clock_inputs [all_inputs -no_clocks]
set_input_delay [expr $clk_period * $clk_io_pct] -clock clk0 $non_clock_inputs
set_output_delay [expr $clk_period * $clk_io_pct] -clock clk0 [all_outputs]
[design/flow/design.v]
module multiplicador(SW, clk, init, resultado, done);
input [7:0] SW;
input clk;
input init;
output reg [7:0] resultado;
output reg done = 0;
reg [3:0] status = 0;
reg rst = 0;
reg sh = 0;
reg add = 0;
wire z;
reg [7:0] A;
reg [3:0] B;
parameter START = 'b00, CHECK = 'b01, ADD = 'b10, SHIFT = 'b11, END = 'b100;
assign z = (B == 4'b0000) ? 1 : 0;
always @(posedge clk) begin
	if(rst == 1)
		resultado = 0;
	else if(add == 1)
		resultado = resultado + A;
end
always @(posedge clk) begin
	if(rst) begin
		A = {4'b0000, SW[7:4]};
		B = SW[3:0];
	end else if (sh) begin
		A = A << 1;
		B = B >> 1;
	end
end
always @(posedge clk) begin
	case(status)
		START: begin
			sh = 0;
			add = 0;
			if(init) begin
				done = 0;
				rst = 1;
				status = CHECK;
			end
		end
		CHECK: begin
			sh = 0;
			add = 0;
			done = 0;
			rst = 0;
			if(B[0] == 1)
				status = ADD;
			else
				status = SHIFT;
			end
		ADD: begin
			sh = 0;
			add = 1;
			done = 0;
			rst = 0;
			status = SHIFT;
		end
		SHIFT: begin
			sh = 1;
			add = 0;
			done = 0;
			rst = 0;
			if(z == 1)
				status = END;
			else
				status = CHECK;
			end
		END: begin
			sh = 0;
			add = 0;
			done = 1;
			rst = 0;
			status = START;
			end
		default: status = START;
	endcase
end
endmodule
==> changes_impl.md <==
### Implementation results

* Status: finished clean
* Netlist Area Pre-Place at 1420 um2
* DR iter-0 viols at 69
* Max_cap viols at 0
* FMAX at 460 MHz
* Chip Area, Yosys at 1420 um2
* # resized after CTS at 0
* CTS max path bufs at 2
* Share of the yosys chip area belonging to registers at 48.6%
* VDD IR max at 434 uV
* RR Endpoint: resultado[6]
* PnR worst setup slack at 428 ps
* Reg-to-reg slack, setup at 430 ps
* Layout area overhead at 23.3%
* Clock slew at reported path FFs at 100 ps
* Final instance area at 1750 um2
* Synth top cells by count: edfxtp_1 (15), dfxtp_1 (12), nor2_1 (12), nand2_1 (10), mux2_2 (8)
* Crit path max-delay cell type: or4_1
* Wirelength, routed at 2680 um
* Clock sink count at 27
* # Cells Yosys at 135
* Number of enable flip-flop cells at 15
* Die ar. at 11,200 um2
* Syn avg cell area at 10.5 um2
* Most frequent cell after synthesis: edfxtp_1
* Number of setup violations in the final report at 0
* Tool Warnings at 25
* Worst Path Arrival at 2330 ps
* Flops after synth at 27
* CP endpoint kind: flip-flop
* Startpoint types: flip-flop
* Slowest cell delay on critical path at 500 ps
* Worst-margin pin slew at 552 ps
* Area leader share at 31.7%
* RSZ-0062 raised after global routing: no
* Input/output buffers at 18
* CTS tree: built
* Crit-path leading delay family: simple AND/OR/NAND/NOR gates
* Placed standard-cell area at 1700 um2
* Worst Skew at 2.53 ps
* Initial antenna violation count at 0
* Pre-CTS setup slack at 461 ps
* Core Box Area at 7210 um2
* Critical-path cell list: ha_1, inv_1, fa_1, nor2b_1, o21a_1, o21bai_1, and3_1, or4_1
* Hold Path Stages at 2
* Remaining Overflow, GRT at 0
* Via count at 984
* First drt pass iteration count at 4
* Cts bufs inserted at 3
* Power per cell area at 1090 nW/um2
* Row cnt at 31
* Routed len/inst at 10.8 um
* Die span in x at 106 um
* Die Ht at 106 um
* Postcts setup bufs at 0
* Remaining antenna violation count at 0
* Hpwl dp at 2010 um
* Root Buffer: clkbuf_8
* Antenna diodes at 0
* Min Tclk post-route at 2170 ps
* Via count of the first global-routing pass at 1,027
* Yosys top cell by area: edfxtp_1
* CP max FO at 3
* Crit path DRT at 2760 ps
* H-tree level count at 1
* Clock insertion delay at the later pin of the skew report at 270 ps
* Hold worst-path end: resultado[4]
* Crit Path Class: reg2reg
* Distinct cells, synth at 34
* Worst r2r path cells at 8
* Share of cells above drive strength 1 at 9.33%
* First-pass GRT wire length at 4760 um
* DR DRC count at 0
* Fin crit share at 83.5%
* Synth warn at 1
* Final Max-Slew Violation Tally at 0
* HP Start: resultado[4]
* Max-slew headroom at 63.2%
* Main synth FF type: edfxtp_1
* Setup TNS at 0 ps
* HP Class: reg2reg
* Via density per instance at 3.95
* FP Util at 19.7%
* Fin. Hold Viols at 0
* FFs w/ async S/R, synth at 0%
* Largest net degree at the start of global routing at 18
* Leak at 0.653 nW
* Hold_buf cts at 0
* Crit path buf inv count at 1
* Top cells by area: edfxtp_1 (32%), dfxtp_1 (17%), mux2_2 (6.3%)
* FF-to-FF Start: resultado[0]
* Synthesized instance count at 135
* RD Place Congestion at 0.773
* Total global-route track usage at 4.96%
* # IOs at 19
## state kept, by name, summed over array words and instances, names as in the netlist
signal / flops
resultado: 8
status: 3
add: 1
done: 1
B: 4
sh: 1
rst: 1
A: 8
## worst max path at each step
stage         slack, ps          from  cells after the start      endpoint
CTS                 430  resultado[0]                      8  resultado[6]
global route        290  resultado[0]                      8  resultado[6]
finish              430  resultado[0]                      8  resultado[6]
## cell type report
class / instances / area [um2]
Inverter: 5 / 18.8
Fill cell: 775 / 5460
Sequential cell: 27 / 691
Tap cell: 99 / 124
Timing Repair Buffer: 19 / 188
Multi-Input combinational cell: 95 / 682
Clock inverter: 1 / 8.76
Clock buffer: 3 / 41.3
## worst min-delay path, delay by kind of cell, from the launching register on
family          cells  cell delay, ps
flops               1             340
simple gates        1              60
compound gates      1              50
## where the power goes
| part | internal, mW | switching, mW |
|---|---|---|
| Combinational | 0.421 | 0.338 |
| Sequential | 0.704 | 0.203 |
| Clock | 0.112 | 0.139 |
| Total | 1.24 | 0.680 |
## placed cells by master (no fill, tap or decap), types with 2 or more instances in the layout
master            n
clkdlybuf4s50_1  18
edfxtp_1         15
dfxtp_1          12
nor2_1           12
nand2_1          10
mux2_2            8
a21oi_1           7
mux2i_1           7
ha_1              7
inv_1             5
o21ai_0           5
and2_1            5
nor3_1            4
xnor2_1           3
nor3b_1           3
clkbuf_8          3
nor4_1            2
a211oi_1          2
nand3_1           2
nand3b_1          2
a21o_1            2
o21bai_1          2
## layer usage
| metal | wire length [um] | track usage (%) |
|---|---|---|
| met4 | 20 | 0.677 |
| met1 | 1350 | 6.65 |
| met3 | 157 | 1.53 |
| met5 | 0 | 0 |
| met2 | 1150 | 7.95 |
## through the flow
stage          hold WS, ps  util [%]  instances  power [mW]
2_1_floorplan          443         -        135        1.43
3_3_place_gp           469      23.6        245        1.67
3_5_place_dp           474      23.6        245        1.68
4_1_cts                488      24.3        249        1.95
5_1_grt                526      24.3        249        2.10
6_report               486      24.3        249        1.92
## cell families after synthesis
kind of cell             after synthesis  synth area share, %
AND/OR/NAND/NOR                       46                 16.9
multiplexers                          15                 11.3
adder cells (fa/ha/maj)                8                 7.57
XOR/XNOR                               4                 2.47
buffers and inverters                 13                 3.43
AND-OR/OR-AND                         22                 9.77
flip-flops                            27                 48.6
Power figures rest on the tool's default switching activity, not on a simulated workload.
